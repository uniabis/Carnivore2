**design.v**
```verilog
module scc_wave(
  input wire pSltClk_n,
  input wire pSltRst_n,
  input wire [7:0] pSltAdr,
  inout wire [7:0] pSltDat,
  output reg [10:0] SccAmp,
  input wire SccRegWe,
  input wire SccModWe,
  input wire SccWavCe,
  input wire SccWavOe,
  input wire SccWavWe,
  input wire SccWavWx,
  input wire [4:0] SccWavAdr,
  input wire [7:0] SccWavDat,
  input wire DOutEn_n,
  input wire [7:0] DOut
);
  wire WaveWe;
  wire [7:0] WaveAdr;
  wire [7:0] iWaveDat;
  wire [7:0] oWaveDat;
  reg [11:0] SccFreqChA;
  reg [11:0] SccFreqChB;
  reg [11:0] SccFreqChC;
  reg [11:0] SccFreqChD;
  reg [11:0] SccFreqChE;
  reg [3:0] SccVolChA;
  reg [3:0] SccVolChB;
  reg [3:0] SccVolChC;
  reg [3:0] SccVolChD;
  reg [3:0] SccVolChE;
  reg [4:0] SccChanSel;
  reg [7:0] SccModeSel;
  reg SccRstChA;
  reg SccRstChB;
  reg SccRstChC;
  reg SccRstChD;
  reg SccRstChE;
  wire [4:0] SccPtrChA;
  wire [4:0] SccPtrChB;
  wire [4:0] SccPtrChC;
  wire [4:0] SccPtrChD;
  wire [4:0] SccPtrChE;
  reg [2:0] SccClkEna;
  reg SccChEna;
  reg [2:0] SccChNum;
  wire SccMixSel;
  wire [3:0] SccMixVol;
  wire [7:0] SccMixDat;
  wire [14:0] SccMixMul;
  wire [14:0] SccMixOut;
  reg [14:0] SccMix;
  always @( posedge pSltClk_n, negedge pSltRst_n ) begin
    if ( pSltRst_n == 1'b0 ) begin
      SccClkEna <= 3'b000;
      SccChNum <= 3'b000;
    end else begin
      SccClkEna <= SccClkEna + 3'b001;
      if ( SccClkEna == 3'b111 ) begin
        SccChNum <= 3'b000;
      end
      else if ( SccChEna == 1'b1 ) begin
        SccChNum <= SccChNum + 3'b001;
      end
    end
  end
  assign WaveAdr = SccWavCe == 1'b1   ? pSltAdr[7:0]
                 : SccWavWx == 1'b1   ? {3'b100,SccWavAdr}
                 : SccChNum == 3'b000 ? {3'b000,SccPtrChA}
                 : SccChNum == 3'b001 ? {3'b001,SccPtrChB}
                 : SccChNum == 3'b010 ? {3'b010,SccPtrChC}
                 : SccChNum == 3'b011 ? {3'b011,SccPtrChD}
                 :                      {3'b100,SccPtrChE};
  assign iWaveDat = SccWavWx == 1'b0 ? pSltDat : SccWavDat;
  assign WaveWe = SccWavWe | SccWavWx;
  ram WaveMem(
    WaveAdr,
    pSltClk_n,
    WaveWe,
    iWaveDat,
    oWaveDat
  );
  assign pSltDat = SccWavOe == 1'b1 ? oWaveDat : DOutEn_n == 1'b0 ? DOut : {8{1'bZ}};
  always @( posedge pSltClk_n, negedge pSltRst_n ) begin
    if(pSltRst_n == 1'b0) begin
      SccChEna <= 1'b0;
    end else begin
      SccChEna <= ~(SccWavCe | SccWavWx);
    end
  end
  always @( posedge pSltClk_n, negedge pSltRst_n ) begin
    if ( pSltRst_n == 1'b0 ) begin
      SccFreqChA <= 12'd0;
      SccFreqChB <= 12'd0;
      SccFreqChC <= 12'd0;
      SccFreqChD <= 12'd0;
      SccFreqChE <= 12'd0;
      SccVolChA <= 4'd0;
      SccVolChB <= 4'd0;
      SccVolChC <= 4'd0;
      SccVolChD <= 4'd0;
      SccVolChE <= 4'd0;
      SccChanSel <= 5'd0;
    end else begin
      if ( SccRegWe == 1'b1 ) begin
        case(pSltAdr[3:0])
        4'b0000 : begin
          SccFreqChA[7:0] <= pSltDat[7:0];
        end
        4'b0001 : begin
          SccFreqChA[11:8] <= pSltDat[3:0];
        end
        4'b0010 : begin
          SccFreqChB[7:0] <= pSltDat[7:0];
        end
        4'b0011 : begin
          SccFreqChB[11:8] <= pSltDat[3:0];
        end
        4'b0100 : begin
          SccFreqChC[7:0] <= pSltDat[7:0];
        end
        4'b0101 : begin
          SccFreqChC[11:8] <= pSltDat[3:0];
        end
        4'b0110 : begin
          SccFreqChD[7:0] <= pSltDat[7:0];
        end
        4'b0111 : begin
          SccFreqChD[11:8] <= pSltDat[3:0];
        end
        4'b1000 : begin
          SccFreqChE[7:0] <= pSltDat[7:0];
        end
        4'b1001 : begin
          SccFreqChE[11:8] <= pSltDat[3:0];
        end
        4'b1010 : begin
          SccVolChA[3:0] <= pSltDat[3:0];
        end
        4'b1011 : begin
          SccVolChB[3:0] <= pSltDat[3:0];
        end
        4'b1100 : begin
          SccVolChC[3:0] <= pSltDat[3:0];
        end
        4'b1101 : begin
          SccVolChD[3:0] <= pSltDat[3:0];
        end
        4'b1110 : begin
          SccVolChE[3:0] <= pSltDat[3:0];
        end
        default : begin
          SccChanSel[4:0] <= pSltDat[4:0];
        end
        endcase
      end
    end
  end
  always @( posedge pSltClk_n, negedge pSltRst_n ) begin
    if ( pSltRst_n == 1'b0 ) begin
      SccModeSel <= 8'd0;
    end else begin
      if ( SccModWe == 1'b1 ) begin
        SccModeSel <= pSltDat;
      end
    end
  end
  always @( posedge pSltClk_n, negedge pSltRst_n ) begin
    if ( pSltRst_n == 1'b0 ) begin
      SccRstChA <= 1'b0;
      SccRstChB <= 1'b0;
      SccRstChC <= 1'b0;
      SccRstChD <= 1'b0;
      SccRstChE <= 1'b0;
    end else begin
      if ( SccRegWe & SccModeSel[5] == 1'b1 ) begin
        case(pSltAdr[3:1])
        3'b000 : begin
          SccRstChA <= 1'b1;
        end
        3'b001 : begin
          SccRstChB <= 1'b1;
        end
        3'b010 : begin
          SccRstChC <= 1'b1;
        end
        3'b011 : begin
          SccRstChD <= 1'b1;
        end
        3'b100 : begin
          SccRstChE <= 1'b1;
        end
        endcase
      end
      else begin
        SccRstChA <= 1'b0;
        SccRstChB <= 1'b0;
        SccRstChC <= 1'b0;
        SccRstChD <= 1'b0;
        SccRstChE <= 1'b0;
      end
    end
  end
  scc_phasegenerator pgChA( pSltClk_n, pSltRst_n, SccRstChA, SccFreqChA, SccPtrChA );
  scc_phasegenerator pgChB( pSltClk_n, pSltRst_n, SccRstChB, SccFreqChB, SccPtrChB );
  scc_phasegenerator pgChC( pSltClk_n, pSltRst_n, SccRstChC, SccFreqChC, SccPtrChC );
  scc_phasegenerator pgChD( pSltClk_n, pSltRst_n, SccRstChD, SccFreqChD, SccPtrChD );
  scc_phasegenerator pgChE( pSltClk_n, pSltRst_n, SccRstChE, SccFreqChE, SccPtrChE );
  assign SccMixSel = SccChNum == 3'b001 ? SccChanSel[0]
                   : SccChNum == 3'b010 ? SccChanSel[1]
                   : SccChNum == 3'b011 ? SccChanSel[2]
                   : SccChNum == 3'b100 ? SccChanSel[3]
                   : SccChNum == 3'b101 ? SccChanSel[4]
                   : 1'b0;
  assign SccMixVol = SccChNum == 3'b001 ? SccVolChA
                   : SccChNum == 3'b010 ? SccVolChB
                   : SccChNum == 3'b011 ? SccVolChC
                   : SccChNum == 3'b100 ? SccVolChD
                   : SccChNum == 3'b101 ? SccVolChE
                   : 4'b0000;
  assign SccMixDat = { (SccMixSel & oWaveDat[7]) ^ 1'b1, { 7{ SccMixSel } } & oWaveDat[6:0] };
  assign SccMixMul = $signed( { 1'b0, SccMixDat } ) * $signed( { 1'b0, SccMixVol } );
  assign SccMixOut = SccMix + SccMixMul;
  always @( posedge pSltClk_n, negedge pSltRst_n ) begin
    if(pSltRst_n == 1'b0) begin
      SccMix <= 15'd0;
      SccAmp <= 11'd0;
    end else begin
      if ( SccClkEna == 3'b111 ) begin
        SccAmp <= SccMix[14:4];
      end
      if ( SccChNum == 3'b000 ) begin 
        SccMix <= 15'd0;
      end else if ( SccChEna == 1'b1 ) begin
        SccMix <= SccMixOut;
      end
    end
  end
endmodule
module scc_phasegenerator(
  input wire pSltClk_n,
  input wire pSltRst_n,
  input wire SccRst,
  input wire [11:0] SccFreq,
  output wire [4:0] SccPtr
);
  wire SccCntReload;
  wire SccPtrInc;
  reg [11:0] SccCntCh;
  reg [4:0] SccPtrCh;
  assign SccPtr = SccPtrCh;
  assign SccCntReload = (SccFreq[11:3] == 9'b000000000) || (SccRst == 1'b1);
  assign SccPtrInc = (SccCntCh == 12'b000000000000);
  always @( posedge pSltClk_n, negedge pSltRst_n ) begin
    if ( pSltRst_n == 1'b0 ) begin
      SccPtrCh <= 5'd0;
      SccCntCh <= 12'd0;
    end else begin
      if ( SccCntReload == 1'b1 ) begin
        SccPtrCh <= 5'd0;
        SccCntCh <= SccFreq;
      end
      else if ( SccPtrInc == 1'b1 ) begin
        SccPtrCh <= SccPtrCh + 5'd1;
        SccCntCh <= SccFreq;
      end
      else begin
        SccCntCh <= SccCntCh - 12'd1;
      end
    end
  end
endmodule
```
**run.sh**
```bash
#!/bin/bash
# OpenROAD 26Q1-2900-gdf79404cd8, Yosys 0.63+post, stock flow scripts
make -C /OpenROAD-flow-scripts/flow DESIGN_CONFIG=/design/flow/config.mk WORK_HOME=/design/flow/orfs finish
```
**config.mk**
```make
export PLATFORM = sky130hd
export DESIGN_NAME = scc_phasegenerator
export DESIGN_NICKNAME = scc_phasegenerator
export VERILOG_FILES = /design/flow/design.v
export SDC_FILE = /design/flow/constraint.sdc
export NUM_CORES = 4
export LEC_CHECK = 1
export CORE_AREA = 10 10 99 99
export DIE_AREA = 0 0 109 109
```
**constraint.sdc**
```tcl
current_design scc_phasegenerator

set clk_period 4.5
set clk_io_pct 0.2

create_clock -name clk0 -period $clk_period [get_ports {pSltClk_n}]

set non_clock_inputs [all_inputs -no_clocks]
set_input_delay [expr $clk_period * $clk_io_pct] -clock clk0 $non_clock_inputs
set_output_delay [expr $clk_period * $clk_io_pct] -clock clk0 [all_outputs]
```
==> results_dict.tcl <==
# implementation run metrics
set metrics [dict create \
    hpwl_um 1712 \
    relSlewSlack_pct 46.95 \
    finalPower_mw 0.3797 \
    worst-setup-path-type "input pin to register" \
    wirelength_um 2215 \
    arrival_ps 2620 \
    antenna_cells 0 \
    cts_buffers 3 \
    irDropWorstVdd_mv 0.07399 \
    worstReg2RegStart "SccCntCh[7]" \
    cts_buffer_depth 2 \
    hold_path.class "register to register" \
    power.density_nw_per_um2 289.0 \
    busiest_layer "met2" \
    pwr-share-seq_pct 49.9 \
    use_met2_pct 5.570 \
    gr-total-overflow 0 \
    finalHoldViolations 0 \
    cp.required_ps 4630 \
    chip_area_um2 11880 \
    syn_to_final_growth_pct 36.54 \
    antenna_found_initial 0 \
    cts-root-buf "clkbuf_8" \
    whs_ps 572.5 \
    ys_cells 84 \
    grt_pass1_vias 710 \
    timing.reg2reg.setup_slack_ps 2610 \
    startpoint "SccFreq[4]" \
    ys_seq_share_pct 44.21 \
    fmax_mhz 402.5 \
    clk_latency_ps 250 \
    ys_ff 17 \
    p_switching_mw 0.1039 \
    finalCritPeriodShare_pct 55.22 \
    postSynth.asyncResetShare_pct 100.0 \
    p_int_mw 0.2758 \
    use_met3_pct 1.493 \
    status "finished, final reports clean" \
    drt_iter0_markers 26 \
    firstDrtPassIters 4 \
    tightest_slew_ps 793.3 \
    min_period_ps 2485 \
    drc_errors 0 \
    worst_r2r_path_depth 4 \
    drv_slew 0 \
    vias 657 \
    syn-cell-area_um2 962.2 \
    ant_nets 0 \
    use_met1_pct 5.325 \
    setup_viol 0 \
    maxCapViolations 0 \
    path_max_fanout 12 \
    drive_gt1_share_pct 17.92 \
    ys_warn_count 2 \
    warning_count 26 \
    core_um2 7727 \
    p_clk_share_pct 29.7 \
    comb_power_share_pct 20.4 \
    num_rows 32 \
    vias_per_cell 3.159 \
    p_leak_nw 0.4941 \
    r2r-end "SccCntCh[10]" \
    synth-edff-count 0 \
    io_buffers 19 \
    grt_use_total_pct 3.876 \
    endpoint "SccCntCh[10]" \
    syn_avg_cell_area_um2 11.45 \
    avgRoutedWirePerCell_um 10.65 \
    ctsHoldBuffers 0 \
    die_w_um 109 \
    yosys_area_um2 962.2 \
    grt_pass1_wl_um 3670 \
    initCoreUtil_pct 12.45 \
    die_h_um 109 \
    post_cts_buffers 0 \
    ctsResizeCount 0 \
    finClkSkew_ps 1.521 \
    synthCells 84 \
    io_pins 20 \
    comb_area_um2 510.5 \
    setup_tns_ps 0 \
    regArea_um2 425.4 \
    worst_setup_path_start_kind "input pin" \
    gp_congestion 0.8175 \
    htreeDepth 1 \
    nFillCells 839 \
    synthDistinctLibCells 25 \
    grt_max_degree 18 \
    swShare_pct 27.36 \
    ys.flop_type "dfrtp_1" \
    cts.clk_slew.worst_paths_ps 70 \
    crit_path_end_kind "register" \
    cts_tree "yes" \
    rsz0062_at_grt "false" \
    clkSinkCount 17 \
]
[final cells by class]
type                       instances  share of cell area, %
tap                              102                  9.714
clock buffer                       4                  3.429
multi-input combinational         62                  38.86
sequential                        17                  32.38
inverter                           4                  1.143
timing repair buffer              19                  14.48
[cell families (layout without fill, tap and decap cells)]
kind of cell | Yosys count | in the layout | synth area share [%]
adder cells (fa/ha/maj) | 3 | 3 | 3.902
AND/OR/NAND/NOR | 28 | 28 | 20.16
flip-flops | 17 | 17 | 44.21
multiplexers | 13 | 13 | 14.95
AND-OR/OR-AND | 7 | 7 | 4.030
buffers and inverters | 5 | 27 | 2.730
XOR/XNOR | 11 | 11 | 10.01
[flip-flops by register name (all words and copies together) (netlist names)]
signal / flops
SccCntCh: 12
SccPtrCh: 5
[synthesized netlist by cell type (3+ instances only)]
master | instances | area share, %
mux2_2 | 11 | 13
ha_1 | 3 | 3.9
or3_1 | 3 | 2.0
inv_1 | 4 | 1.6
o21ai_0 | 3 | 1.6
xnor2_1 | 8 | 7.3
a21oi_1 | 3 | 1.6
nand3_1 | 4 | 2.1
xor2_1 | 3 | 2.7
dfrtp_1 | 17 | 44
nor2_1 | 7 | 2.7
[how the worst min path moves through the flow]
stage / from / endpoint / slack [ps] / depth (start not counted)
4_1_cts: SccPtrCh[4] / SccPtrCh[4] / 580 / 2
5_1_grt: SccPtrCh[4] / SccPtrCh[4] / 620 / 2
6_report: SccPtrCh[4] / SccPtrCh[4] / 570 / 2
[power by group through the flow]
stage	Combinational, mW	Clock (mW)	Sequential (mW)
after CTS	0.0785	0.118	0.190
after global routing	0.0871	0.125	0.193
final	0.0773	0.113	0.190
[routing by layer]
metal	share of wire, %	wire, um
met3	7.9	175
met4	2.1	47
met1	46	1018
met5	0	0
met2	44	973
[cells in the final DEF, fill, tap and decap left out, types with 3 or more instances in the layout]
cell type,netlist,routed
clkdlybuf4s50_1,0,19
dfrtp_1,17,17
mux2_2,11,11
xnor2_1,8,8
nor2_1,7,7
inv_1,4,4
nand3_1,4,4
xor2_1,3,3
o21ai_0,3,3
or3_1,3,3
a21oi_1,3,3
ha_1,3,3
clkbuf_8,0,3
[metrics by stage]
step	std cells	setup WS (ps)	area (um2)	utilization [%]
4_1_cts	208	2021	1314	17.00
3_3_place_gp	204	1708	1269	16.42
5_1_grt	208	1897	1314	17.00
3_5_place_dp	204	1754	1269	16.42
2_1_floorplan	84	2385	962.2	-
6_report	208	2015	1314	17.00
[worst max-delay path: stages]
cell,delay [ps]
clkdlybuf4s50_1,430
nor3_1,280
a31o_2,280
nand2b_2,340
mux2_2,380
No activity file was given, so power comes from the tool's default toggle rates.
