File: ./design.v
module mv16 (
	input	wire	[ 15:0 ]	sin16,
	output	wire	[ 15:0 ]	sout16,
	input	wire	[  2:0 ]	level
);
	wire	[  4:0 ]	M5;
	wire	[ 20:0 ]	sout21;
	function [ 4:0 ] getLinearLevel(input [2:0] in);
	begin
		case(in)
			3'b111:  getLinearLevel = 5'b10000;
			3'b110:  getLinearLevel = 5'b01110;
			3'b101:  getLinearLevel = 5'b01100;
			3'b100:  getLinearLevel = 5'b01010;
			3'b011:  getLinearLevel = 5'b01000;
			3'b010:  getLinearLevel = 5'b00111;
			3'b001:  getLinearLevel = 5'b00110;
			default: getLinearLevel = 5'b00101;
		endcase
	end
	endfunction
	assign	M5 = getLinearLevel(level);
	assign	sout21 = $signed( { 1'b0, M5 } ) * $signed( sin16 );
	assign	sout16 = sout21[ 19:4 ];
endmodule
File: ./run.sh
#!/bin/bash
# OpenROAD 26Q1-2900-gdf79404cd8, Yosys 0.63+post, stock flow scripts
make -C /OpenROAD-flow-scripts/flow DESIGN_CONFIG=/design/flow/config.mk WORK_HOME=/design/flow/orfs finish
File: ./config.mk
export PLATFORM = sky130hd
export DESIGN_NAME = mv16
export DESIGN_NICKNAME = mv16
export VERILOG_FILES = /design/flow/design.v
export SDC_FILE = /design/flow/constraint.sdc
export NUM_CORES = 4
export LEC_CHECK = 1
export CORE_UTILIZATION = 30
File: ./constraint.sdc
current_design mv16

set clk_period 9.6
set clk_io_pct 0.2

create_clock -name clk0 -period $clk_period

set non_clock_inputs [all_inputs -no_clocks]
set_input_delay [expr $clk_period * $clk_io_pct] -clock clk0 $non_clock_inputs
set_output_delay [expr $clk_period * $clk_io_pct] -clock clk0 [all_outputs]
==> results.sh <==
# implementation run metrics
export IMPL_dp_cells=469
export IMPL_layout_setup_ws_ns=0.754
export IMPL_setup_tns_ns=0
export IMPL_first_pass_iters=6
export IMPL_vias=2166
export IMPL_totalWireLength_um=5590
export IMPL_place_worst_setup_slack_ns=0.713
export IMPL_hold_class="in -> out"
export IMPL_first_iter_violations=38
export IMPL_lay_top_count="inv_1"
export IMPL_drv_slew=0
export IMPL_die_area_sq_um=9670
export IMPL_design_seq_count=0
export IMPL_post_cts_buffers=0
export IMPL_gr_total_overflow=0
export IMPL_power_internal_uw=257
export IMPL_fp_util=0.315
export IMPL_ys_cells=330
export IMPL_synth_chip_area_sq_um=2790
export IMPL_hold_buffers=0
export IMPL_ys_types=45
export IMPL_startpoint="level[2]"
export IMPL_syn_inst=330
export IMPL_viasPerCell=4.62
export IMPL_comb_power_share=1.000
export IMPL_setup_viol=0
export IMPL_worst_path_max_fanout=14
export IMPL_lay_top_cells="76 x inv_1, 57 x and2_1, 46 x fa_1"
export IMPL_max_freq_mhz=113
export IMPL_fin_util=0.369
export IMPL_crit_required_ns=7.68
export IMPL_layout_drive_gt1_share=0.0499
export IMPL_die_h_um=98.4
export IMPL_max_cap_viol_count=0
export IMPL_hp_start="sin16[15]"
export IMPL_synthesis_area_sq_um=2790
export IMPL_whs_ns=5.24
export IMPL_yosys_warnings=1
export IMPL_cp_data_arrival_time_ns=6.93
export IMPL_grt_pass1_vias=2402
export IMPL_grt_pass1_wl_um=10700
export IMPL_whs_endpoint="sout16[15]"
export IMPL_mux_area_frac=0.00359
export IMPL_warning_count=32
export IMPL_crit_path_end_kind="primary output"
export IMPL_rsz0062_at_grt="no"
export IMPL_antenna_cells=0
export IMPL_synthXorXnorAreaFrac=0.0660
export IMPL_pwr_share_seq=0
export IMPL_max_slew_margin_rel=0.459
export IMPL_pwr_share_clk=0
export IMPL_core_sq_um=8850
export IMPL_swShare=0.459
export IMPL_gp_congestion=0.852
export IMPL_cts_resized_gates=0
export IMPL_grt_util_all_layers=0.138
export IMPL_top_logic_kind="adder cells"
export IMPL_areaGrowthSynthToFinish_pct=17.2
export IMPL_synth_seq_share=0
export IMPL_power_density_nw_per_um2=146
export IMPL_peakVddDrop_uv=113
export IMPL_std_cell_rows=34
export IMPL_fp_dieW_um=98.4
export IMPL_clock_buffers=0
export IMPL_min_period_ns=8.85
export IMPL_compound_area_frac=0.102
export IMPL_simple_gate_area_frac=0.237
export IMPL_p_sw_uw=218
export IMPL_drc=0
export IMPL_ios=35
export IMPL_ys_sh_adder=0.479
export IMPL_crit_type="in -> out"
export IMPL_cp_start_kind="input pin"
export IMPL_syn_avg_cell_area_sq_um=8.44
export IMPL_io_buffer_count=35
export IMPL_status="completed"
export IMPL_detail_route_antenna_nets=0
export IMPL_timing_hold_violations_final=0
export IMPL_antenna_found_initial=0
export IMPL_worstHoldPathCells=6
export IMPL_tightestPinTransition_ns=0.809
export IMPL_grt_max_degree=17
export IMPL_wire_per_inst_um=11.9
export IMPL_power_leakage_nw=1.68
export IMPL_fin_cells=469
export IMPL_seq_area_sq_um=0
export IMPL_finalClockPeriodUsage=0.921
export IMPL_post_dp_hpwl_um=4910
kinds of logic after synthesis:
kind of cell / after synthesis
adders and majority gates: 79
muxes: 1
AOI/OAI and AO/OA: 39
buffers and inverters: 83
and+or+nand+nor: 107
xor gates and xnor gates: 21
Yosys cell counts, drive strengths merged (3+ instances only):
master,instances,area (sq um)
a21o,7,53.8
a21oi,13,72.6
and2,59,373
and3,6,38.8
clkbuf,7,28.8
fa,46,921
ha,33,413
inv,76,285
nand2,9,33.8
nor2,5,21.3
nor2b,18,120
nor3,3,15.0
o21ai,5,25.0
xnor2,15,131
xor2,6,52.6
routing by layer:
metal,share of wire,GRT usage,routed length [um],vias up
met5,0,0,0,-
met4,0,0,0,0
met3,0.041,0.0247,228,0
met2,0.46,0.239,2570,45
met1,0.50,0.197,2800,1038
li1,-,-,-,1083
how the worst max path moves through the flow:
stage | end | slack, ns
global route | sout16[13] | 0.40
finish | sout16[15] | 0.75
CTS | sout16[15] | 0.70
through the flow:
step / area [sq um] / power (mW)
6_report: 3260 / 0.476
5_1_grt: 3260 / 0.553
4_1_cts: 3260 / 0.487
3_5_place_dp: 3260 / 0.483
3_3_place_gp: 3260 / 0.481
2_1_floorplan: 2790 / 0.293
area by class of cell:
cell class         count  area (sq um)
fillers              928          5580
multi-input cells    247          2470
repair buffers        38           373
inverters             76           285
well taps            108           135
power by group through the flow:
stage | registers, mW | logic, mW | clock network (mW)
4_1_cts | 0 | 0.487 | 0
5_1_grt | 0 | 0.553 | 0
6_report | 0 | 0.476 | 0
worst max-delay path, stage by stage:
cell and delay, ns:
clkdlybuf4s50_1 0.51, nor2_1 0.68, and2_1 0.24, fa_1 0.41, inv_1 0.08, fa_1 0.44, fa_1 0.54, inv_1 0.04
ha_1 0.36, a211oi_1 0.44, o211ai_2 0.18, a21oi_2 0.21, and2_4 0.17, o31ai_2 0.07, xnor2_1 0.15, clkdlybuf4s50_1 0.48
No activity file was given, so power comes from the tool's default toggle rates.
